--- design/flow/run.sh ---
#!/bin/bash
# OpenROAD 26Q1-2900-gdf79404cd8, Yosys 0.63+post, stock flow scripts
make -C /OpenROAD-flow-scripts/flow DESIGN_CONFIG=/design/flow/config.mk WORK_HOME=/design/flow/orfs finish
--- design/flow/config.mk ---
export PLATFORM = sky130hd
export DESIGN_NAME = dataMemory
export DESIGN_NICKNAME = dataMemory
export VERILOG_FILES = /design/flow/design.v
export SDC_FILE = /design/flow/constraint.sdc
export NUM_CORES = 4
export LEC_CHECK = 1
export CORE_UTILIZATION = 40
--- design/flow/constraint.sdc ---
current_design dataMemory

set clk_period 21.6
set clk_io_pct 0.2

create_clock -name clk0 -period $clk_period [get_ports {clk}]

set non_clock_inputs [all_inputs -no_clocks]
set_input_delay [expr $clk_period * $clk_io_pct] -clock clk0 $non_clock_inputs
set_output_delay [expr $clk_period * $clk_io_pct] -clock clk0 [all_outputs]
--- design/flow/design.v ---
module dataMemory(clk,rst,addr,wdata,w_en,rdata,monitor_addr,monitor_data);
input clk,rst,w_en;
input [7:0] addr;
input [15:0] wdata;
input [3:0] monitor_addr;
output [15:0] rdata,monitor_data;
reg [15:0] memory [63:0];
assign rdata = memory[addr];
assign monitor_data = memory[monitor_addr];
always@(negedge clk) begin
	if(w_en)memory[addr] = wdata;
end
endmodule
==> out/qor.txt <==
DRT iter0 DRCs - 1789
Worst setup EP type - output pin
# placed instances - 3717
Flip-flop count of the largest register after layout - 1024
Die area - 104000 µm²
HP Class - input pin to output pin
I/O Buffers - 59
Post-layout util - 0.504
Drt total wl - 129000 µm
GPL Wtd Cong - 0.916
Height of the die - 323 µm
Area delta synth->final - 25.0%
Status - completed
CP startpoint kind - flip-flop
ANT nets after route - 0
Arrival @ worst endpoint - 14390 ps
Pwr/cell area - 102 nW/µm²
FP Core Util - 0.404
Final slew viol count - 0
Drt pass-1 iters - 5
DIE WIDTH - 323 µm
Root Driver - clkbuf_16
Most frequent cells in the layout - 1043 x inv_1, 1024 x edfxtp_1, 265 x a221oi_1
Setup-failing EPs final - 0
Dominant flop cell - edfxtp_1
Most numerous logic cell after layout - inv_1
Core area - 102000 µm²
Vias in the first global route - 31.0k
CTS tree - built
Layout cells sized above 1 - 0.150
Ys flops - 1024
EDFF count, synth - 1024
Clk pin slew, worst setup/hold paths - 30 ps
Tool warnings - 1030
Vias/cell - 5.62
Cts repair resizes - 0
Wire length per cell - 26.2 µm
Largest fanout on the critical path - 2
Clock H-tree levels - 3
Ys async rst share - 0
Number of remaining DRC errors - 0
Sum Neg Setup Slack - 0 ps
Max-capacitance violation count - 0
Vias - 27.7k
Site row count - 117
Yosys stat area - 41100 µm²
Synth Instances - 2339
Seq/Total Area, Yosys - 0.748
Synth warn - 1
Fin cells - 4935
CTS Buf Count - 106
Initial antenna violation count - 4
Netlist cell types - 53
Largest net degree at the start of global routing - 79
Critical Path RT - 17280 ps
Slew HR - 0.270
Worst IR Drop VDD - 0.0679 mV
GRT Total Usage - 0.274
Hold buffer count at cts - 0
Dpl hpwl - 72000 µm
Clock Path Buffers - 3
Io pins - 63
Num Clock Sinks - 1024
P_leak - 20.4 nW
Buffer count from post-CTS setup fixing - 0
First-pass GRT wire length - 186000 µm
Cell Area, Synth - 41100 µm²
Fin. Hold Viols - 0
# Cells Yosys - 2339
Syn_area_per_cell - 17.6 µm²
Unrepaired setup endpoints after global routing - no
Crit Path Category - flip-flop to output pin
GRT Residual Overflow - 0
Worst-margin pin slew - 1090 ps
metal layers:
metal	global-route usage	routed length, µm	share of wire
met1	0.279	40000	0.31
met2	0.380	60200	0.47
met3	0.247	23100	0.18
met4	0.135	5520	0.043
met5	0.0306	353	0.0027
synthesized netlist by cell type, types with 21 or more instances:
library cell / n / share of area
nand2_1: 62 / 0.0057
clkbuf_1: 64 / 0.0058
buf_1: 21 / 0.0019
o22ai_1: 26 / 0.0040
mux2_2: 44 / 0.012
nor2_1: 196 / 0.018
a21oi_1: 36 / 0.0044
a22oi_1: 79 / 0.014
o21ai_0: 68 / 0.0083
edfxtp_1: 1024 / 0.75
mux2i_1: 56 / 0.014
a221oi_1: 265 / 0.056
o21ai_1: 23 / 0.0028
mux4_2: 113 / 0.062
buf_2: 87 / 0.011
metrics by stage:
| stage | setup slack (ps) | total power, mW | instance area (µm²) | hold slack [ps] |
|---|---|---|---|---|
| after floorplan | 4100 | 2.66 | 41100 | 8880 |
| after global placement | 3460 | 2.80 | 43600 | 9940 |
| after detailed placement | 3470 | 2.81 | 43600 | 9940 |
| after CTS | 2970 | 5.31 | 51400 | 9960 |
| after global routing | 2810 | 5.54 | 51400 | 9970 |
| final | 2890 | 5.25 | 51400 | 9930 |
cell families (layout without fill, tap and decap cells):
kind of cell    Yosys count  after routing  share of synthesized area
other cells               0              1                          0
simple gates            338            338                     0.0354
flops                  1024           1024                      0.748
mux                     218            218                     0.0889
compound gates          568            568                      0.105
buf+inv                 191           1418                     0.0225
where the power goes:
group	leakage, nW	switching [mW]	internal, mW	total, mW
registers	9.21	0.00372	2.22	2.22
clock network	7.40	1.22	1.52	2.74
logic	3.78	0.193	0.0907	0.283
worst paths after layout:
kind	startpoint	endpoint	depth (start not counted)	slack [ps]
setup / recovery	memory[15][1]	rdata[1]	6	2890
hold / removal	addr[0]	rdata[8]	5	9930
final cells by class:
class                      count  area (µm²)
clock inverter              1107        5010
clock buffer                 111        2780
inverter                       3        13.8
multi-input combinational   1124        9560
fill                        8022       50500
timing repair buffer         197        1560
sequential                  1024       30700
tap                         1368        1710
antenna                        1        2.50
worst max-delay path: stages (launching register included):
cell             delay (ps)
edfxtp_1                380
mux4_2                  490
nand2_1                  90
o211ai_1                220
a221oi_1                800
nand4_1                 420
clkdlybuf4s50_1         520
Power figures rest on the tool's default switching activity, not on a simulated workload.
