[design/flow/design.v]
module registerFile(clk,rst,rg_wrt_enable,rg_wrt_dest,rg_wrt_data,
		rg_rd_add1,rg_rd_data1,rg_rd_add2,rg_rd_data2,monitor_addr,monitor_data);
input clk,rst;
integer i;
input rg_wrt_enable;
input [2:0] rg_wrt_dest;
input [15:0] rg_wrt_data;
input [2:0] rg_rd_add1,monitor_addr;
output [15:0] rg_rd_data1;
input [2:0] rg_rd_add2;
output [15:0] rg_rd_data2,monitor_data;
reg [15:0] registers [7:0];
assign rg_rd_data1 = registers[rg_rd_add1];
assign rg_rd_data2 = registers[rg_rd_add2];
assign monitor_data = registers[monitor_addr];
always@(negedge clk)begin
	if(rst) begin
		registers [0] = 0;
		registers [1] = 0;
		registers [2] = 0;
		registers [3] = 0;
		registers [4] = 0;
		registers [5] = 0;
		registers [6] = 0;
		registers [7] = 0;
	end
	else if(rg_wrt_enable)begin
		registers[rg_wrt_dest] = rg_wrt_data;
	end
	registers[0] = 0;
end
endmodule
[design/flow/run.sh]
#!/bin/bash
# OpenROAD 26Q1-2900-gdf79404cd8, Yosys 0.63+post, stock flow scripts
make -C /OpenROAD-flow-scripts/flow DESIGN_CONFIG=/design/flow/config.mk WORK_HOME=/design/flow/orfs finish
[design/flow/config.mk]
export PLATFORM = sky130hd
export DESIGN_NAME = registerFile
export DESIGN_NICKNAME = registerFile
export VERILOG_FILES = /design/flow/design.v
export SDC_FILE = /design/flow/constraint.sdc
export NUM_CORES = 4
export LEC_CHECK = 1
export CORE_UTILIZATION = 40
[design/flow/constraint.sdc]
current_design registerFile

set clk_period 5.1
set clk_io_pct 0.2

create_clock -name clk0 -period $clk_period [get_ports {clk}]

set non_clock_inputs [all_inputs -no_clocks]
set_input_delay [expr $clk_period * $clk_io_pct] -clock clk0 $non_clock_inputs
set_output_delay [expr $clk_period * $clk_io_pct] -clock clk0 [all_outputs]
==> run_results.csv <==
group,metric,value,unit
yosys,numSynthFlops,128,
routing,vias_per_cell,5.40,
yosys,synth_area_per_cell,16.5,um^2
global_route,antenna_found_initial,0,
placed_design,hpwl,13.0,mm
global_route,gr-total-overflow,0,
routing,antenna_cells,0,
run,warnings,156,
yosys,netlist_top_cells_area,"edfxtp_1, mux4_1, nor3_1",
setup_path,critPathRequiredTime,4.08,ns
final_timing,relSlewSlack,0.531,
finish,drive_above_1_share,0.403,
status,status,"finished, violations left",
finish,fillers,1515,
final_timing,hold_viol_final,0,
clock_tree,clk_pin_slew,0.05,ns
run,drv_cap,0,
placed_design,portBuffers,78,
setup_path,slowest_delay,0.45,ns
die,ioPinCount,79,
clock_tree,cts_buffer_depth,2,
setup_path,worstPathCellList,"buf_4, mux4_2, mux2_4, buf_2",
global_route,grt_pass1_vias,6339,
power,ir_worst_vdd,0.000270,V
clock_tree,cts_buffers,17,
status,violations,"setup timing",
setup_path,worstPathMaxFanout,2,
routing,postRouteAntennaNets,0,
routing,drc_errors,0,
worst_hold_path,worstHoldStart,"rg_rd_add2[0]",
worst_hold_path,holdCritPathClass,"input pin to output port",
final_timing,drv_slew,0,
finish,syn_to_final_growth,30.1,%
yosys,top_cell_area_share,0.436,
yosys,yosysWarnings,1,
die,die_x,141,um
routing,vias,5417,
die,fp_util,0.410,
power,p_leak,0.00417,uW
yosys,ys_cells,468,
power,p_int,2390,uW
die,chip_area,19900,um^2
die,num_rows,50,
yosys,ys_area,7720,um^2
setup_path,crit_path_top_delay_cell,"mux4_2",
final_timing,tightest_slew,0.701,ns
final_timing,setup_ws,-0.334,ns
finish,final_area,10000,um^2
yosys,syn_area,7720,um^2
power,switching_share,0.284,
clock_tree,cts_root_buffer,"clkbuf_16",
die,coreArea,18800,um^2
global_route,grt_max_degree,49,
global_route,grt_use_total,0.238,
clock_tree,cts_tree,"done",
routing,dr.first_iter.drc_count,285,
power,power_frac_seq,0.379,
routing,dr.pass1.iters,5,
placed_design,dpl_cell_area,8950,um^2
finish,largest_register_ffs,128,
worst_hold_path,hold_end,"rg_rd_data2[14]",
yosys,yosysSeqAreaShare,0.477,
final_timing,fin_tns_setup,-12.80,ns
final_timing,setup_viol,48,
setup_path,arrival,4.41,ns
power,p_switching,946,uW
clock_tree,cts-htree-levels,4,
final_timing,rsz0062_at_grt,"true",
worst_hold_path,hold_depth,4,
yosys,netlist_instances,468,
power,p_clk_frac,0.462,
routing,wl_per_cell,20.2,um
clock_tree,ctsHoldBuffers,0,
setup_path,crit_path_end_kind,"output port",
die,die.size.y,141,um
placed_design,finalWeightedCongestion,0.860,
yosys,synthDistinctLibCells,19,
yosys,yosysTopAreaCell,"edfxtp_1",
setup_path,startpoint_type,"flop",
routing,finalWirelength,20.3,mm
power,power_density,332,nW/um^2
setup_path,setup.worst_path.class,"flop to output port",
clock_tree,cts_sinks,128,
global_route,grt_pass1_wl,32.5,mm
power,combPwrFrac,0.159,
==> how the worst max path moves through the flow <==
stage	slack [ns]	to	cells past startpoint	from
after global routing	-0.40	rg_rd_data2[6]	4	registers[2][6]$_SDFFCE_NN0P_
after CTS	-0.35	rg_rd_data1[3]	4	registers[2][3]$_SDFFCE_NN0P_
final	-0.33	rg_rd_data2[2]	4	registers[2][2]$_SDFFCE_NN0P_
==> cells in the mapped netlist, drive strengths merged <==
cell type / number
conb: 1
nand3b: 1
nand2: 1
mux2: 48
edfxtp: 112
nor3: 112
dfxtp: 16
or3b: 1
o21bai: 7
inv: 17
buf: 27
nand2b: 2
or2: 1
mux4: 96
clkbuf: 26
==> per-stage QoR <==
stage / setup slack (ns) / instances / hold WS, ns / util / total power [uW]
3_5_place_dp: -0.216 / 809 / 3.29 / 0.475 / 1900
3_3_place_gp: -0.206 / 809 / 3.29 / 0.475 / 1900
6_report: -0.334 / 1004 / 2.93 / 0.533 / 3330
5_1_grt: -0.395 / 1004 / 3.01 / 0.533 / 3550
2_1_floorplan: -0.238 / 483 / 2.26 / - / 1670
4_1_cts: -0.353 / 1002 / 2.95 / 0.528 / 3360
==> critical path: cells and delay by family (launching register included) <==
family                 cells  cell delay [ns]
multiplexers               2             0.74
flip-flops                 1             0.40
buffers and inverters      2             0.27
==> cells in the final DEF, fill, tap and decap left out, types with 2 or more instances in the layout <==
master	count
inv_4	3
o21bai_1	3
nor3_1	112
buf_4	56
mux2_4	48
nand2b_1	2
mux4_1	7
clkinv_4	3
clkdlybuf4s50_1	27
mux4_2	89
bufinv_16	2
dfxtp_1	16
clkinvlp_2	3
buf_12	3
o21bai_4	3
buf_2	41
edfxtp_1	112
clkbuf_16	17
conb_1	16
inv_1	147
buf_6	28
==> cell families (layout without fill, tap and decap cells) <==
group	count (synthesis)	after routing	share of synthesized area
AND/OR/NAND/NOR	118	118	0.0776
buffers and inverters	70	331	0.0468
other	1	16	0.000486
flip-flops	128	128	0.477
multiplexers	144	144	0.391
AND-OR/OR-AND	7	7	0.00681
==> power groups by stage <==
stage                 sequential (uW)  clock (uW)  combinational [uW]
final                            1260        1540                 528
after global routing             1270        1710                 566
after CTS                        1260        1590                 516
==> layer usage <==
metal | GRT usage | wire, um | vias to the layer above
met2 | 0.358 | 10000 | 315
met1 | 0.301 | 7590 | 2615
met4 | 0.0755 | 361 | 0
li1 | - | - | 2452
met3 | 0.142 | 2330 | 35
met5 | 0 | 0 | -
==> cell type report <==
cell class / instances / area, um^2 / share of cell area
flip-flops and latches: 128 / 3680 / 0.367
multi-input cells: 285 / 3660 / 0.364
clock inverters: 143 / 621 / 0.0618
well taps: 260 / 325 / 0.0324
repair buffers: 155 / 1270 / 0.127
clock buffers: 17 / 425 / 0.0424
inverters: 16 / 60.1 / 0.00598
==> repair_timing <==
item,CTS,global route
endpoints found under the setup margin,48,48
resized,275,22
buffers inserted,34,2
pin swaps,0,0
Power and IR drop assume default switching activity.
