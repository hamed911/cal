`flow/run.sh`:
```
#!/bin/bash
# OpenROAD 26Q1-2900-gdf79404cd8, Yosys 0.63+post, stock flow scripts
make -C /OpenROAD-flow-scripts/flow DESIGN_CONFIG=/design/flow/config.mk WORK_HOME=/design/flow/orfs finish
```
`flow/config.mk`:
```
export PLATFORM = sky130hd
export DESIGN_NAME = cache_controller
export DESIGN_NICKNAME = cache_controller
export VERILOG_FILES = /design/flow/design.v
export SDC_FILE = /design/flow/constraint.sdc
export NUM_CORES = 4
export LEC_CHECK = 1
export CORE_UTILIZATION = 30
```
`flow/constraint.sdc`:
```
current_design cache_controller

set clk_period 48.5
set clk_io_pct 0.2

create_clock -name clk0 -period $clk_period [get_ports {clk}]

set non_clock_inputs [all_inputs -no_clocks]
set_input_delay [expr $clk_period * $clk_io_pct] -clock clk0 $non_clock_inputs
set_output_delay [expr $clk_period * $clk_io_pct] -clock clk0 [all_outputs]
```
`flow/design.v`:
```
module SRAM_controller(clk,rst,opcode,SRAM_addr,SRAM_write_data,SRAM_write_en,SRAM_data,
					SRAM_read_data,ready,SRAM_out_addr,
					SRAM_UB_N_O,SRAM_LB_N_O,SRAM_WE_N_O,SRAM_CE_N_O,SRAM_OE_N_O);
input clk,rst,SRAM_write_en;
input [17:0] SRAM_addr;
input [15:0] SRAM_write_data;
input [3:0] opcode;
output reg [15:0] SRAM_read_data;
output reg ready;
output [17:0] SRAM_out_addr;
output SRAM_UB_N_O,SRAM_LB_N_O,SRAM_CE_N_O,SRAM_OE_N_O;
output reg SRAM_WE_N_O;
inout reg[15:0] SRAM_data;
parameter[2:0] wa8 = 3'b000,s1 = 3'b001,s2 = 3'b010,s3=3'b011 , s4=3'b100;
reg [2:0] ps,ns;
assign SRAM_UB_N_O=0;
assign SRAM_LB_N_O=0;
assign SRAM_CE_N_O=0;
assign SRAM_OE_N_O=0;
assign SRAM_out_addr = SRAM_addr;
always@(ps,opcode)begin
	ns=wa8;
	ready=0;
	SRAM_WE_N_O = 1;
	case(ps)
		wa8: begin if(opcode==10 || opcode==11) begin ready=1; ns= s1; end end
		s1: begin if(opcode==10) begin SRAM_WE_N_O = 1; end else 
						if(opcode ==11 )begin SRAM_WE_N_O =0; SRAM_data = SRAM_write_data; end ns=s2; ready=1; end
		s2: begin if(opcode==10) begin SRAM_WE_N_O = 1; end ns=s3; ready=1; end
		s3: begin if(opcode==10) begin SRAM_WE_N_O = 1; end ns=s4; ready=1; end
		s4: begin if(opcode==10) begin SRAM_read_data = SRAM_data; end ready=0; ns=wa8;  end
			default : ns=wa8;
	endcase
end
always@(posedge clk) begin
	if(rst)
		ps<=0;
	else
		ps<=ns;
end
endmodule
module cache_controller(clk,rst,freeze,address,write_en,rdata,SRAM_addr,SRAM_write_data,
		opcode,SRAM_data,SRAM_out_addr,SRAM_UB_N_O,SRAM_LB_N_O,SRAM_WE_N_O,SRAM_CE_N_O,SRAM_OE_N_O,monitor_addr,monitor_data);
input write_en,clk,rst;
input [15:0] address;
output [15:0] rdata;
output freeze;
input[3:0] monitor_addr;
output[15:0] monitor_data;
wire [15:0] SRAM_read_data; 
input [3:0] opcode;
input [17:0] SRAM_addr;
input [15:0] SRAM_write_data;
wire ready;
output [17:0] SRAM_out_addr;
output SRAM_UB_N_O,SRAM_LB_N_O,SRAM_CE_N_O,SRAM_OE_N_O,SRAM_WE_N_O;
inout [15:0] SRAM_data;
reg replace1,replace2;
reg [15:0] data1[31:0];
reg [15:0] data2[31:0];
reg [7:0] tag1[31:0];
reg [7:0] tag2[31:0];
reg [255:0] valid1,valid2,LRU1,LRU2 ;
wire [15:0] d1,d2;
assign d1 = monitor_addr[3]==1?data1[monitor_addr[2:0]]:data2[monitor_addr[2:0]];
assign d2 = data2[monitor_addr];
assign monitor_data = address;
SRAM_controller sram(clk,rst|(hit_or_miss&opcode==10),opcode,SRAM_addr,SRAM_write_data,write_en,SRAM_data,
					SRAM_read_data,ready,SRAM_out_addr,
					SRAM_UB_N_O,SRAM_LB_N_O,SRAM_WE_N_O,SRAM_CE_N_O,SRAM_OE_N_O);
wire [15:0] data_cache1,data_cache2;					
wire [15:0] cache_out;
wire eq1,eq2,hit_or_miss1,hit_or_miss2,hit_or_miss;
reg ps,ns,sel_out;
assign data_cache1 = data1[address[7:0]];
assign data_cache2 = data2[address[7:0]];
assign eq1 = (tag1[address[7:0]] == address[15:8])?1:0;
assign eq2 = (tag2[address[7:0]] == address[15:8])?1:0;
assign hit_or_miss1 = valid1[address[7:0]] & eq1;
assign hit_or_miss2 = valid2[address[7:0]] & eq2;
assign hit_or_miss = hit_or_miss1 | hit_or_miss2; 
assign cache_out = (hit_or_miss1)?data_cache1:(hit_or_miss2)?data_cache2:0;
assign rdata = (sel_out == 0)? cache_out : SRAM_read_data;
assign freeze = (opcode==11) ? ready : (ready & ~hit_or_miss);
always@(posedge clk)begin
	if(rst)begin
		valid1[3]= 1'b0;
		valid2[3] = 1'b0;
		data1[0] = 16'b0;
		data2[0] = 16'b0;
		valid1[10]= 1'b0;
		valid2[10] = 1'b0;
		data1[10] = 16'b0;
		data2[10] = 16'b0;
		LRU1[0] = 1'b0;
		LRU2[0] = 1'b0;
		LRU1[10] = 1'b0;
		LRU2[10] = 1'b0;
	end
	if(replace1)begin
		data1[address[7:0]] = SRAM_read_data;
		tag1[address[7:0]] = address[15:8];
		valid1[address[7:0]] = 1;
	end
	if(replace2)begin
		data2[address[7:0]] = SRAM_read_data;
		tag2[address[7:0]] = address[15:8];
		valid2[address[7:0]] = 1;
	end
	if(hit_or_miss1 == 1 || replace1==1) begin
		LRU1[address[7:0]] = 1;
		LRU2[address[7:0]] = 0;
	end
	if(hit_or_miss2 == 1 || replace2 ==1)begin
		LRU2[address[7:0]] = 1;
		LRU1[address[7:0]] = 0;
	end
end
always@(ps,opcode,rst)begin
	if(rst)begin
		ns=0;
		replace1=0;
		replace2=0;
	end
	replace1=0;
	replace2=0;
	ns = 0;
	case(ps)
		0:begin 
			if(opcode!=10 && opcode!=11)
				ns = 0;
			else if((opcode==10 || opcode==11)&&hit_or_miss==1)begin
				sel_out = 0;
				ns = 0;
			end
			else if((opcode==10 || opcode==11)&&hit_or_miss==0)begin
				ns = 1;
			end
		end
		1:begin 
			if(ready==1)
				ns = 1;
			else if(ready==0 &&opcode==10) begin
				sel_out = 1;
				if(valid1[address[7:0]] == 0)begin
					replace1=1;
				end
				else if(valid2[address[7:0]] == 0)begin
					replace2=1;
				end
				else if(LRU1[address[7:0]] == 0)begin
					replace1=1;
				end
				else if(LRU2[address[7:0]] == 0)begin
					replace2=1;
				end
				ns = 0;
			end
		end
	endcase;
end
always@(posedge clk) begin
	if(rst)begin
		ps=0;
	end
	else
		ps<=ns;
end
endmodule
```
==> results.txt <==
impl run done, here's what came out: die width=593 um, Congestion Overflow GR=0, Final Slew Violations=0, die height=593 um, class of the worst hold path=reg2reg, category of the critical setup timing path=in2out, core area=347,000 um2, initial cell density of the core=0.302, hold endpoint=sram.ps[0], Post-Syn Area per Cell=15.9 um2, area growth from synthesis to layout=13.6%, Clock Tree Root=sky130_fd_sc_hd__clkbuf_16, total DRC errors in the routed layout=0, result of the run=completed, DR iter-0 viols=4,548, maximum count of clock buffers along a single path=4, initial antenna violation count=6, worst-margin pin slew=1040 ps, most area-consuming cells after synthesis=sky130_fd_sc_hd__edfxtp_1, sky130_fd_sc_hd__mux4_2, sky130_fd_sc_hd__dfxtp_1, R2R Setup Slk=42,370 ps, clock-pin slew on the worst setup and hold paths=60 ps, Top-area cell share=0.586, I/O Pins=133, worst slack after detailed placement=22,610 ps, share of the clock period used by the worst path=0.535, critical path fanouts, max=79, number of endpoints failing setup at the final stage=0, post-route cell area=119,000 um2, residual antenna-violating net count after detailed routing=0, Tot GR Track Use=0.171, Layout Utilization=0.343, final hold violation count=0, layout cells sized above 1=0.182, type of origin of the critical path=primary input, Commonest flop=sky130_fd_sc_hd__edfxtp_1, maxcap violations=0, Worst R2R Path Depth=13, First-pass DRT Iterations=8, required time at the worst-slack endpoint=38,800 ps, vias in the first global route=63.4k, Post-CTS Resized=0, count of library flops with an enable pin=2,046, netlist area before placement=105,000 um2, number of flip-flops and latches in the synthesized netlist=2,599, detailed-placement wirelength estimate=174 mm, number of unconstrained endpoints=1,009, fin worst setup slack=22,550 ps, Gate Count Post-Synth=6,574, post-place instance area=111,000 um2, number of vias per cell=5.23, count of instantiated cells in the yosys netlist=6,574, Final Power=4.48 mW, number of instances on the worst hold path=2, gpl congestion=0.917, largest net degree at the start of global routing=187, total wirelength of the detailed-routed design=285 mm, number of warnings printed during yosys synthesis=2, kind of end point of the critical path=primary output, minimum clock period=25,950 ps, post-synth top area cell=sky130_fd_sc_hd__edfxtp_1, source-to-sink clock delay at the later pin of the worst-skew pair=920 ps, total clock buffers created by CTS=245, worst clock skew=88.7 ps, Port-buffer cells=71, Post-CTS Setup Repair Bufs=0, unrepaired setup endpoints after global routing=no, overall chip area=352,000 um2, deepest level of the CTS H-tree=4, Leakage Power=38.4 nW, hold_sp=sram.ps[1], post-synth area from yosys stat=105,000 um2, sum of negative setup slack=0 ps, number of distinct standard cells referenced by the synthesized netlist=72, routed vias=60.2k, Synth async-reset ratio=0, worst r2r src=valid2[47], Max Clk Rate=38.5 MHz, count of unclocked register or latch pins=33, arrival time worst endpoint=16,250 ps, number of logged tool warnings=43, per-cell routed wire length=24.8 um, total power divided by cell area=37.6 nW/um2, maximum VDD drop=0.0000392 V, floorplan row count=216, CTS tree=yes, Worst slew margin=0.300, global-route wire length before repair=419 mm, Post-CTS Hold Buffers=0, Reg-to-Reg End=LRU2[73]
## per-stage QoR
step           std cells  hold slack [ps]
2_1_floorplan       6577              416
3_3_place_gp       11000              437
3_5_place_dp       11000              445
4_1_cts            11500              411
5_1_grt            11500              469
6_report           11500              429
## critical path, stage by stage
cell                              delay (ps)
sky130_fd_sc_hd__buf_8                   390
sky130_fd_sc_hd__buf_4                   700
sky130_fd_sc_hd__buf_12                  480
sky130_fd_sc_hd__buf_4                   500
sky130_fd_sc_hd__buf_4                   520
sky130_fd_sc_hd__mux4_2                  400
sky130_fd_sc_hd__a22oi_1                 420
sky130_fd_sc_hd__a41oi_1                 360
sky130_fd_sc_hd__a32oi_1                 250
sky130_fd_sc_hd__o211ai_1                130
sky130_fd_sc_hd__buf_4                   210
sky130_fd_sc_hd__nand2_1                  80
sky130_fd_sc_hd__buf_4                   350
sky130_fd_sc_hd__a31oi_1                  80
sky130_fd_sc_hd__a31oi_1                 630
sky130_fd_sc_hd__o21ai_0                 250
sky130_fd_sc_hd__clkdlybuf4s50_1         490
## how the worst max path moves through the flow
stage	startpoint	end	slack, ps	cells after the start
finish	address[1]	rdata[4]	22550	17
global route	address[1]	rdata[4]	22180	17
CTS	address[1]	rdata[4]	22590	17
## final cells by class
type / count / area [um2]
Sequential cell: 2599 / 72400
Inverter: 6 / 22.5
Fill cell: 32300 / 228000
Clock buffer: 301 / 6490
Multi-Input combinational cell: 3515 / 30300
Tap cell: 4578 / 5730
Antenna cell: 5 / 12.5
Clock inverter: 144 / 1420
Timing Repair Buffer: 346 / 2810
## cell usage after synthesis (4+ instances only)
master / instances
sky130_fd_sc_hd__nor2b_1: 5
sky130_fd_sc_hd__dlxtn_1: 33
sky130_fd_sc_hd__o22a_1: 246
sky130_fd_sc_hd__mux2i_1: 258
sky130_fd_sc_hd__a21oi_1: 41
sky130_fd_sc_hd__buf_1: 16
sky130_fd_sc_hd__a22o_1: 36
sky130_fd_sc_hd__xor2_1: 7
sky130_fd_sc_hd__o21ai_1: 51
sky130_fd_sc_hd__o211ai_1: 4
sky130_fd_sc_hd__edfxtp_1: 2046
sky130_fd_sc_hd__inv_1: 6
sky130_fd_sc_hd__nand4b_1: 4
sky130_fd_sc_hd__nor2_1: 346
sky130_fd_sc_hd__nand2b_1: 491
sky130_fd_sc_hd__a211oi_1: 4
sky130_fd_sc_hd__buf_6: 32
sky130_fd_sc_hd__o221ai_1: 4
sky130_fd_sc_hd__nand4_1: 39
sky130_fd_sc_hd__mux4_2: 512
sky130_fd_sc_hd__nand2_1: 320
sky130_fd_sc_hd__and3_1: 78
sky130_fd_sc_hd__nor3_1: 34
sky130_fd_sc_hd__and4_1: 16
sky130_fd_sc_hd__a221oi_1: 20
sky130_fd_sc_hd__a22oi_1: 149
sky130_fd_sc_hd__or3_1: 4
sky130_fd_sc_hd__buf_2: 135
sky130_fd_sc_hd__a31oi_1: 38
sky130_fd_sc_hd__nor4_1: 34
sky130_fd_sc_hd__or2_2: 23
sky130_fd_sc_hd__clkbuf_1: 213
sky130_fd_sc_hd__and2_1: 27
sky130_fd_sc_hd__ha_1: 4
sky130_fd_sc_hd__nand3_1: 15
sky130_fd_sc_hd__o22ai_1: 175
sky130_fd_sc_hd__o21ai_0: 468
sky130_fd_sc_hd__dfxtp_1: 520
sky130_fd_sc_hd__buf_4: 61
sky130_fd_sc_hd__nand4bb_1: 6
sky130_fd_sc_hd__and3b_1: 4
## kinds of logic after synthesis
family                   synth area share
AND-OR/OR-AND                      0.0785
XOR/XNOR                         0.000836
adder cells (fa/ha/maj)          0.000477
buffers and inverters              0.0227
flip-flops                          0.685
latches                           0.00473
multiplexers                        0.135
other                           0.0000358
AND/OR/NAND/NOR                    0.0724
## layer usage
layer / global-route usage / vias to the layer above / wire length [um]
met2: 0.254 / 3338 / 130000
met4: 0.0552 / 6 / 11600
met1: 0.205 / 30000 / 100000
met3: 0.114 / 556 / 42800
met5: 0.00473 / - / 172
li1: - / 26200 / -
## registers in the layout, summed over array words and instances (netlist names), named ones only
name,count
sram.ps,5
valid1,256
LRU2,255
SRAM_data,16
LRU1,255
sram.SRAM_read_data,16
sel_out,1
data2,512
data1,512
ps,1
tag2,256
valid2,256
tag1,256
## cell usage in the layout (no fill, tap or decap), types with 77 or more instances in the layout
master                      count
sky130_fd_sc_hd__clkbuf_16    249
sky130_fd_sc_hd__mux4_2       512
sky130_fd_sc_hd__nand2_1      320
sky130_fd_sc_hd__nor2_1       312
sky130_fd_sc_hd__edfxtp_1    2046
sky130_fd_sc_hd__o22ai_1      174
sky130_fd_sc_hd__dfxtp_1      520
sky130_fd_sc_hd__and3_1        77
sky130_fd_sc_hd__o22a_1       246
sky130_fd_sc_hd__o21ai_0      467
sky130_fd_sc_hd__mux2i_1      258
sky130_fd_sc_hd__nand2b_1     491
sky130_fd_sc_hd__a22oi_1      149
sky130_fd_sc_hd__buf_4        268
## power by group
part | total [mW] | internal (mW) | leakage, nW | switching, mW
registers | 2.37 | 2.37 | 22.9 | 0.00185
clock network | 1.91 | 1.09 | 3.87 | 0.818
logic | 0.198 | 0.0675 | 11.6 | 0.130
total | 4.48 | 3.53 | 38.4 | 0.950
No activity file was given, so power comes from the tool's default toggle rates.
